==> flow/design.v <==
`timescale 1ns / 1ps
module part_three(
    input            CLK_in,
    input            RST,
    input            input_W,
    output     [3:0] LED,
    output reg       LED9       
);
reg   [3:0]   current_state;
reg   [3:0]   next_state;
parameter      state_A = 4'b0000,
               state_B = 4'b0001,
               state_C = 4'b0010,
               state_D = 4'b0011,
               state_E = 4'b0100,
               state_F = 4'b0101,
               state_G = 4'b0110,
               state_H = 4'b0111,
               state_I = 4'b1000;
always@(posedge CLK_in or negedge RST)
begin
    if(!RST)
        current_state <= state_A;
    else
        current_state <= next_state;
end
always@(current_state or input_W)
begin: NEXT_STATE_LOGIC
    case(current_state)
        state_A : if(input_W == 1'b0) begin
                        next_state = state_B;
                  end else
                        next_state = state_F;
        state_B : if(input_W == 1'b0) begin
                        next_state = state_C;
                  end else
                        next_state = state_F;
        state_C : if(input_W == 1'b0)
                        next_state = state_D;
                  else
                        next_state = state_F;
        state_D : if(input_W == 1'b0)
                        next_state = state_E;
                  else
                        next_state = state_F;
        state_E : if(input_W == 1'b0)
                        next_state = state_E;
                  else
                        next_state = state_F;
        state_F : if(input_W == 1'b0)
                        next_state = state_B;
                  else  
                        next_state = state_G;
        state_G : if(input_W == 1'b0)
                        next_state = state_B;
                  else
                        next_state = state_H;
        state_H : if(input_W == 1'b0)
                        next_state = state_B;
                  else
                        next_state = state_I;
        state_I : if(input_W == 1'b0)
                        next_state = state_B;
                  else
                        next_state = state_I;
        default : next_state = state_A;
    endcase
end
always@(current_state or input_W)
    begin: OUTPUT_LOGIC
        case(current_state)
            state_E : if(input_W == 1'b0)
                            LED9 = 1'b1;
                      else
                            LED9 = 1'b0;
            state_I : if(input_W == 1'b0)
                            LED9 = 1'b0;
                      else
                            LED9 = 1'b1;
            default : begin
                            LED9 = 1'b0;
                      end
        endcase
end
    assign  LED[3:0] = (current_state == state_A) ?  4'b0000:
                       (current_state == state_B) ?  4'b0001:
                       (current_state == state_C) ?  4'b0010:
                       (current_state == state_D) ?  4'b0011:
                       (current_state == state_E) ?  4'b0100:
                       (current_state == state_F) ?  4'b0101:
                       (current_state == state_G) ?  4'b0110:
                       (current_state == state_H) ?  4'b0111:
                       (current_state == state_I) ?  4'b1000:
                        9'b000000000;
endmodule
==> flow/run.sh <==
#!/bin/bash
# OpenROAD 26Q1-2900-gdf79404cd8, Yosys 0.63+post, stock flow scripts
make -C /OpenROAD-flow-scripts/flow DESIGN_CONFIG=/design/flow/config.mk WORK_HOME=/design/flow/orfs finish
==> flow/config.mk <==
export PLATFORM = sky130hd
export DESIGN_NAME = part_three
export DESIGN_NICKNAME = part_three
export VERILOG_FILES = /design/flow/design.v
export SDC_FILE = /design/flow/constraint.sdc
export NUM_CORES = 4
export LEC_CHECK = 1
export CORE_AREA = 10 10 71 71
export DIE_AREA = 0 0 81 81
==> flow/constraint.sdc <==
current_design part_three

set clk_period 1.6
set clk_io_pct 0.2

create_clock -name clk0 -period $clk_period [get_ports {CLK_in}]

set non_clock_inputs [all_inputs -no_clocks]
set_input_delay [expr $clk_period * $clk_io_pct] -clock clk0 $non_clock_inputs
set_output_delay [expr $clk_period * $clk_io_pct] -clock clk0 [all_outputs]
==> flow_summary.yaml <==
# generated from flow reports
run_status:
  status: "completed"
timing:
  drv_slew: 0
  period_minus_slack_ns: 1.60
  finalHoldViolCount: 0
  rsz0062_at_grt: "true"
  fin_tns_setup_ns: 0
  timing.final.crit_share: 0.998
  setup_viol: 0
  max_freq_mhz: 626
  clock_skew_ns: 0.00382
clock_tree:
  numCtsBuffers: 3
  tritoncts: "built"
  clk_pin_slew_worst_paths_ns: 0.04
  cts_root_buf: "clkbuf_8"
  cts_buffer_depth: 2
  htree_levels: 1
  cts_hold_buf: 0
  clk_latency_ns: 0.23
  clock-sinks: 9
critical_path:
  cp.arrival_ns: 1.28
  cp-start-kind: "register"
  critPathTopFamily: "flip-flops"
  critPathMaxFanout: 4
  critPathSlowestCell: "dfrtp_2"
  cp_cell_sequence: "buf_4 > o41ai_4 > clkbuf_2"
  path_class: "reg -> out"
  critPathBufInv: 2
  critPathMaxStageDelay_ns: 0.44
  worstPathRequired_ns: 1.28
  cp-end-kind: "output pin"
finish:
  largest_registers: "current_state: 9 flops"
  post-route-util: 0.195
  lay_top_count: "buf_4"
  syn2layout_area_growth_pct: 83.8
  drive_gt1_frac: 0.500
  regMostFlops: "current_state"
  final_cell_mix: "12 x buf_4, 7 x dfrtp_1, 6 x nor2_1"
  largest_register_ffs: 9
global_routing:
  antenna_found_initial: 0
  grt_max_degree: 10
  grt_usage: 0.0324
  grt-ovfl-total: 0
  grt_pass1_wl_um: 1750
  grt_pass1_vias: 364
job:
  log.warning_count: 27
  drv_cap: 0
pwr:
  power_frac_clock: 0.406
  comb_power_share: 0.177
  ir_drop_uv: 181
  internal_power_uw: 480
  power.switching_uw: 139
  swShare: 0.225
  power_density_nw_per_um2: 875
  p_leak_nw: 0.318
  seqPwrFrac: 0.417
yosys:
  synth.top_cell.area_share: 0.519
  top_cells_by_area: "dfrtp_1 52%, nor2_1 7.8%, dfstp_2 6.8%"
  synthCells: 37
  postSynthSeqShare: 0.588
  ys_cells: 37
  ys_ff: 9
  netlist_area_um2: 385
  synth.avg_cell_area_um2: 10.4
  yosysWarnings: 1
  yosys_area_um2: 385
  synth_top_cell_by_area: "dfrtp_1"
  synth.distinct_cells: 18
detailed_routing:
  dr.pass1.iters: 3
  route.antenna.remaining_nets: 0
  avgViaCountPerCell: 3.34
  drc: 0
  num_vias: 367
  routedWlPerCell_um: 9.81
  num_antenna_cells: 0
  drt-total-wl_um: 1080
  dr.first_iter.drc_count: 8
place:
  place_congestion: 0.817
  dpl.hpwl_um: 738
  port_buffers: 7
floorplan:
  ios: 8
  rows: 22
  coreArea_um2: 3630
  die_area_um2: 6560
  fp_util: 0.106
  fp.dieW_um: 81
  die_h_um: 81
hold_path:
  min_path_type: "in -> async"
## power by group through the flow
stage     logic [mW]  registers (mW)  clock network [mW]
4_1_cts       0.0938           0.257               0.260
5_1_grt        0.122           0.260               0.268
6_report       0.110           0.258               0.252
## worst reg2reg max path: stages (launching register included)
cell and delay (ns):
dfrtp_1 0.39, buf_6 0.13, buf_4 0.13, buf_4 0.12, nor3_1 0.17, a21oi_1 0.09
## kinds of logic (layout without fill, tap and decap cells)
group | count (synthesis) | after routing | share of synthesized area
AND/OR/NAND/NOR | 16 | 16 | 0.221
flip-flops | 9 | 9 | 0.588
AND-OR/OR-AND | 8 | 8 | 0.133
buffers and inverters | 2 | 27 | 0.0195
other | 1 | 1 | 0.00973
multiplexers | 1 | 1 | 0.0292
## cell usage after synthesis
cell	instances
dfrtp_1	8
nor2_1	8
nor2b_1	3
a21oi_1	2
inv_1	2
o21ai_0	2
a21boi_0	1
and2_1	1
and4_1	1
conb_1	1
dfstp_2	1
mux2_2	1
nand2_1	1
nor3_1	1
nor4_2	1
o21a_1	1
o21bai_1	1
o41ai_1	1
## through the flow
stage	instances	setup slack, ns	hold slack [ns]	power, mW	instance area [um^2]
global route	110	-0.0701	0.405	0.649	708
finish	110	0.00329	0.389	0.620	708
CTS	107	-0.121	0.393	0.611	661
detailed placement	101	-0.314	0.570	0.344	583
floorplan	37	0.438	0.0244	0.283	385
global placement	101	-0.302	0.537	0.342	583
## layout make-up
class                           instances  area (um^2)
Fill cell                             401         2930
Sequential cell                         9          228
Multi-Input combinational cell         26          201
Timing Repair Buffer                   21          166
Tap cell                               48         60.1
Clock buffer                            4         45.0
Inverter                                2         7.51
## worst paths after layout
path	slack (ns)	cells past startpoint	from	endpoint
min	0.39	1	RST	current_state[8]
max in group asynchronous	0.89	1	RST	current_state[0]
min in group clk0	0.59	3	input_W	current_state[2]
max	0.003	3	current_state[2]	LED[0]
max reg2reg	0.45	5	current_state[6]	current_state[5]
min reg2reg	0.62	2	current_state[1]	current_state[1]
## per-layer routing
metal  GRT usage  vias to the layer above  wire, um
met5           0                        -         0
met4     0.00692                        0         4
met3      0.0122                        2        71
met2      0.0494                        7       493
met1      0.0430                      184       510
li1            -                      174         -
## repair_timing
action | in CTS | in global routing
resized | 16 | 13
setup buffers | 3 | 3
pin swaps | 4 | 5
setup endpoints to repair | 5 | 4
Power and IR drop assume default switching activity.
