File: flow/run.sh
#!/bin/bash
# OpenROAD 26Q1-2900-gdf79404cd8, Yosys 0.63+post, stock flow scripts
make -C /OpenROAD-flow-scripts/flow DESIGN_CONFIG=/design/flow/config.mk WORK_HOME=/design/flow/orfs finish
File: flow/config.mk
export PLATFORM = sky130hd
export DESIGN_NAME = multiplier
export DESIGN_NICKNAME = multiplier
export VERILOG_FILES = /design/flow/design.v
export SDC_FILE = /design/flow/constraint.sdc
export NUM_CORES = 4
export LEC_CHECK = 1
export CORE_UTILIZATION = 30
File: flow/constraint.sdc
current_design multiplier

set clk_period 6.9
set clk_io_pct 0.2

create_clock -name clk0 -period $clk_period [get_ports {CLK}]

set non_clock_inputs [all_inputs -no_clocks]
set_input_delay [expr $clk_period * $clk_io_pct] -clock clk0 $non_clock_inputs
set_output_delay [expr $clk_period * $clk_io_pct] -clock clk0 [all_outputs]
File: flow/design.v
`timescale 1ns / 1ps
module multiplier(input_1, input_2 ,RST, CLK, START, out);
parameter N = 8;
    input [N-1:0]    input_1;
    input [N-1:0]    input_2;
    input            RST;
    input            CLK;
    input            START;
    output reg [2*N-1:0] out;
    reg [2*N-1:0] A = 0;
    reg [2*N-1:0] B = 0;
    reg [4:0]     i = 0;
    reg           done = 1;
always@(posedge CLK or negedge RST)
begin
    if(!RST) begin
        out <= 0;
        done = 1;
    end    
    else
    begin
        if(START & done)
        begin
            A <= {{N{input_1[N-1]}}, input_1};
            B <= {{N{input_2[N-1]}}, input_2}; 
            done = 0;
        end    
        else
        begin
            if(!done)
            begin
                if(i < 2*N)
                begin     
                    if(B[0])
                    begin
                        out <= out + A;
                    end
                    A = A << 1;
                    B = B >> 1;
                end
                i = i+ 1;
            end
        end
    end
end
endmodule
==> impl_results.rst <==
Implementation results
======================

.. list-table::
   :header-rows: 1

   * - Metric
     - Value
   * - Worst-case reg-to-reg path depth
     - 8
   * - Worst EP required
     - 6.90 ns
   * - Unique cell type count in the Yosys netlist
     - 33
   * - Worst flop-to-flop path endpoint
     - out[12]
   * - First-pass GRT wire length
     - 8420 um
   * - Die height
     - 98.4 um
   * - Reg2reg start
     - A[0]
   * - Final Max-Slew Violation Tally
     - 0
   * - Width of the chip
     - 98.4 um
   * - Count of antenna diodes in the layout
     - 0
   * - Final WL
     - 4840 um
   * - Vias post-DR
     - 1,802
   * - Buffer type at the clock tree root
     - sky130_fd_sc_hd__clkbuf_8
   * - Detailed placer's ending HPWL
     - 3550 um
   * - Clock sink count
     - 54
   * - Number of H-tree branching levels
     - 2
   * - Critical path class
     - primary input to flip-flop
   * - Asr flop ratio synth
     - 0.315
   * - Worst-case vdd ir drop
     - 0.130 mV
   * - Instance count of the mapped netlist
     - 232
   * - Yosys Chip Area
     - 0.00279 mm^2
   * - Cells taking the most area after synthesis
     - sky130_fd_sc_hd__edfxtp_1, sky130_fd_sc_hd__dfrtp_1, sky130_fd_sc_hd__ha_1
   * - Launching element type of the critical path
     - primary input
   * - CP dominant cell by count
     - sky130_fd_sc_hd__buf_4
   * - Post-route worst setup slack
     - 3.67 ns
   * - Setup slack, reg-to-reg
     - 4.48 ns
   * - Hold bufs inserted after CTS
     - 0
   * - Mean area per synthesized cell
     - 12.0 um^2
   * - Int Power
     - 735 uW
   * - Most instantiated flip-flop cell in the synthesis netlist
     - sky130_fd_sc_hd__edfxtp_1
   * - Worst slack after detailed placement
     - 3.30 ns
   * - DIE AREA
     - 0.00968 mm^2
   * - Most numerous logic cells after layout
     - sky130_fd_sc_hd__edfxtp_1, sky130_fd_sc_hd__clkdlybuf4s50_1, sky130_fd_sc_hd__nand2_1
   * - Maximum number of pins on one net before global-route repair
     - 34
   * - Worst Clk Skew
     - 0.00784 ns
   * - Clock-pin slew of the registers on the worst-case setup and hold paths
     - 0.10 ns
   * - Count of warnings emitted by yosys
     - 1
   * - Synthesized flop and latch total
     - 54
   * - Leakage
     - 0.00137 uW
   * - Hold Path Stages
     - 1
   * - Number of cells in the yosys synthesis report
     - 232
   * - RePlAce Congestion
     - 0.893
   * - Clock buffers created by TritonCTS
     - 5
   * - Worst slew pin tran
     - 0.630 ns
   * - Max-cap viol count
     - 0
   * - Initial standard-cell utilization of the core
     - 0.315
   * - Post-synthesis sequential area ratio
     - 0.552
   * - Count of final hold-check violations
     - 0
   * - Post-synth EDFFs
     - 37
   * - Worst Hold Margin
     - 0.498 ns
   * - Number of logged tool warnings
     - 25
   * - Setup repair after global routing missed its margin
     - no
   * - Critical Path AT
     - 3.24 ns
   * - Antenna viol nets, final
     - 0
   * - Clock network fraction of design power
     - 0.168
   * - Synth top area share
     - 0.399
   * - Vias in the first global route
     - 1,727
   * - Total core area
     - 0.00885 mm^2
   * - Number of buffers on the longest clock path
     - 2
   * - Post-CTS resize count
     - 0
   * - FMAX
     - 309 MHz
   * - Total power per unit cell area
     - 330 mW/mm^2
   * - Total grt overflow
     - 0
   * - Time the final worst path needs with I/O delays and setup
     - 3.23 ns
   * - Post-route fraction of the period consumed by the critical path
     - 0.469
   * - Reported net switching power
     - 372 uW
   * - Proportion of layout cells with a drive suffix above 1
     - 0.108
   * - Biggest area consumer among synthesized cells
     - sky130_fd_sc_hd__edfxtp_1
   * - Critical path's largest stage delay
     - 0.55 ns
   * - Launch point of the worst hold path
     - out[15]
   * - Total of buffers placed on input and output ports
     - 34
   * - Clock tree from TritonCTS
     - done
   * - Cell at the slowest stage of the critical path
     - sky130_fd_sc_hd__and2_1
   * - Worst slew margin
     - 0.580
   * - Hold Path Class
     - flip-flop to flip-flop
   * - DRC
     - 0
   * - Initial DRC Count
     - 60
   * - # IOs
     - 35
   * - Outcome
     - finished clean
   * - Switching Fraction
     - 0.336
   * - Number of placement rows
     - 34
   * - Layout-stage area growth over the synthesis result
     - 20.2%
   * - Commonest Layout Cell
     - sky130_fd_sc_hd__edfxtp_1
   * - CP Capture Type
     - flip-flop
   * - Worst hold path endpoint
     - out[15]
   * - Average via count per standard cell
     - 4.79
   * - Fraction of power consumed by combinational cells
     - 0.418
   * - Summed negative setup slack over all endpoints
     - 0 ns
   * - Global Route Usage Sum
     - 0.112
   * - Skew-Pair Late Insertion Delay
     - 0.31 ns
   * - Post-CTS Setup Bufs
     - 0
   * - Total of endpoints with negative setup slack in the final report
     - 0
   * - Number of iterations in the first detailed-routing pass
     - 6
   * - Cell-by-cell trace of the critical path
     - clkdlybuf4s50_1, nand2_1, buf_4, o21ai_0, and2_1, buf_4
   * - Mapped cell area
     - 0.00279 mm^2
   * - Proportion of power drawn by flip-flops and latches
     - 0.414
   * - Routed len/inst
     - 12.9 um
   * - Antenna violations before repair
     - 0
   * - Maximum fanout count along the critical path
     - 31
[cell type report]
type                       count  area, um^2
fill                         858        5500
sequential                    54        1540
multi-input combinational    164        1200
timing repair buffer          38         370
tap                          108         135
clock buffer                   5        68.8
clock inverter                 3        26.3
inverter                       4        15.0
[power groups by stage]
stage / clock network, uW / logic [uW] / registers [uW]
after global routing: 205 / 528 / 469
final: 186 / 463 / 458
after CTS: 193 / 466 / 461
[per-layer routing]
layer / part of all wire / vias to the layer above / GRT usage
met2: 0.42 / 40 / 0.164
met4: 0.0074 / 0 / 0.0115
li1: - / 935 / -
met1: 0.52 / 825 / 0.184
met3: 0.048 / 2 / 0.0247
met5: 0 / - / 0
[logic make-up after synthesis]
group,count (synthesis),synth area share
AOI/OAI and AO/OA,67,0.156
DFF,54,0.552
and+or+nand+nor,47,0.0763
muxes,18,0.0714
adders and majority gates,17,0.0790
xor gates and xnor gates,15,0.0471
buffers and inverters,14,0.0188
[registers in the layout, indices dropped and copies added, names as in the netlist]
| register | cells |
|---|---|
| i | 5 |
| A | 16 |
| out | 16 |
| done | 1 |
| B | 16 |
[worst max path at each step]
stage / from / cells past startpoint / slack [ns] / end
finish: START / 6 / 3.67 / B[15]
global route: START / 6 / 3.52 / B[0]
CTS: START / 6 / 3.65 / B[15]
[critical path, delay by kind of cell]
| family | cells | cell delay (ns) |
|---|---|---|
| AND-OR/OR-AND | 1 | 0.10 |
| AND/OR/NAND/NOR | 2 | 0.61 |
| buffers and inverters | 3 | 1.12 |
[synth_stat cells (2+ instances only)]
| library cell | count |
|---|---|
| sky130_fd_sc_hd__edfxtp_1 | 37 |
| sky130_fd_sc_hd__o21ai_1 | 7 |
| sky130_fd_sc_hd__nor2b_1 | 2 |
| sky130_fd_sc_hd__inv_1 | 4 |
| sky130_fd_sc_hd__nand2_1 | 24 |
| sky130_fd_sc_hd__mux2_2 | 15 |
| sky130_fd_sc_hd__nor2_1 | 7 |
| sky130_fd_sc_hd__ha_1 | 16 |
| sky130_fd_sc_hd__mux2i_1 | 3 |
| sky130_fd_sc_hd__xnor2_1 | 9 |
| sky130_fd_sc_hd__xor2_1 | 6 |
| sky130_fd_sc_hd__and3_1 | 5 |
| sky130_fd_sc_hd__o21ai_0 | 12 |
| sky130_fd_sc_hd__a21o_1 | 21 |
| sky130_fd_sc_hd__o311ai_1 | 2 |
| sky130_fd_sc_hd__a21oi_1 | 17 |
| sky130_fd_sc_hd__nor3b_1 | 2 |
| sky130_fd_sc_hd__o211ai_1 | 2 |
| sky130_fd_sc_hd__nand3_1 | 4 |
| sky130_fd_sc_hd__clkbuf_1 | 9 |
| sky130_fd_sc_hd__dfrtp_1 | 16 |
[stage by stage]
step	util	total power (uW)	area, um^2	std cells
after global placement	0.368	928	3260	368
after global routing	0.379	1200	3350	376
final	0.379	1110	3350	376
after CTS	0.379	1120	3350	376
after floorplan	-	762	2790	232
after detailed placement	0.368	932	3260	368
Power is estimated from default activity; no workload was simulated.
