==> /design/flow/run.sh <==
#!/bin/bash
# OpenROAD 26Q1-2900-gdf79404cd8, Yosys 0.63+post, stock flow scripts
make -C /OpenROAD-flow-scripts/flow DESIGN_CONFIG=/design/flow/config.mk WORK_HOME=/design/flow/orfs finish
==> /design/flow/config.mk <==
export PLATFORM = sky130hd
export DESIGN_NAME = part_two
export DESIGN_NICKNAME = part_two
export VERILOG_FILES = /design/flow/design.v
export SDC_FILE = /design/flow/constraint.sdc
export NUM_CORES = 4
export LEC_CHECK = 1
export CORE_AREA = 10 10 70 70
export DIE_AREA = 0 0 80 80
==> /design/flow/constraint.sdc <==
current_design part_two

set clk_period 5.7
set clk_io_pct 0.2

create_clock -name clk0 -period $clk_period

set non_clock_inputs [all_inputs -no_clocks]
set_input_delay [expr $clk_period * $clk_io_pct] -clock clk0 $non_clock_inputs
set_output_delay [expr $clk_period * $clk_io_pct] -clock clk0 [all_outputs]
==> /design/flow/design.v <==
`timescale 1ns / 1ps
module seven_segment(input_1, out);
    input   [3:0] input_1;
    output  [6:0] out;
    assign out =  (input_1 == 4'b0000) ? 7'b1000000 :
                  (input_1 == 4'b0001) ? 7'b1111001 :
                  (input_1 == 4'b0010) ? 7'b0100100 :
                  (input_1 == 4'b0011) ? 7'b0110000 :
                  (input_1 == 4'b0100) ? 7'b0011001 :
                  (input_1 == 4'b0101) ? 7'b0010010 :
                  (input_1 == 4'b0110) ? 7'b0000010 :
                  (input_1 == 4'b0111) ? 7'b1111000 :
                  (input_1 == 4'b1000) ? 7'b0000000 :
                  (input_1 == 4'b1001) ? 7'b0010000 :
                  (input_1 == 4'b1010) ? 7'b0001000 :
                  (input_1 == 4'b1011) ? 7'b0000011 :
                  (input_1 == 4'b1100) ? 7'b1000110 :
                  (input_1 == 4'b1101) ? 7'b0100001 :
                  (input_1 == 4'b1110) ? 7'b0000110 :
                  (input_1 == 4'b1111) ? 7'b0001110 :
                  7'b1111111;
endmodule
`timescale 1ns / 1ps
module adder(i_A, i_B, i_C, o_S, o_C);
    input   i_A ;
    input   i_B ;
    input   i_C ;
    output  o_S ;
    output  o_C ;
    assign o_S = i_A ^ i_B ^ i_C;
    assign o_C = (i_A & i_B) | (i_B & i_C) | (i_C & i_A);
endmodule
`timescale 1ns / 1ps
module adder_top(i_A, i_B, i_C, o_S, o_C);
    input   [3:0] i_A ;
    input   [3:0] i_B ;
    input         i_C ;
    output  [3:0] o_S ;
    output        o_C ;
    wire    [2:0] w_C ;
adder A0(i_A[0], i_B[0], i_C, o_S[0], w_C[0]);
adder A1(i_A[1], i_B[1], w_C[0], o_S[1], w_C[1]); 
adder A2(i_A[2], i_B[2], w_C[1], o_S[2], w_C[2]);
adder A3(i_A[3], i_B[3], w_C[2], o_S[3], o_C);
endmodule
`timescale 1ns / 1ps
module binary_to_BCD(input_1, i_select, BCD_out);
    input   [4:0] input_1;
    input         i_select;
    output  reg [3:0] BCD_out;
    reg    [7:0] eight_bits;
always@(*)
    begin
        if(input_1 > 9)
            begin
                eight_bits = (input_1 == 8'b00001010) ? 8'b00010000:
                             (input_1 == 8'b00001011) ? 8'b00010001:
                             (input_1 == 8'b00001100) ? 8'b00010010:
                             (input_1 == 8'b00001101) ? 8'b00010011:
                             (input_1 == 8'b00001110) ? 8'b00010100:
                             (input_1 == 8'b00001111) ? 8'b00010101:
                             (input_1 == 8'b00010000) ? 8'b00010110:
                             (input_1 == 8'b00010001) ? 8'b00010111:
                             (input_1 == 8'b00010010) ? 8'b00011000:
                             (input_1 == 8'b00010011) ? 8'b00011001:
                              8'b00000000;               
            end
        else
            begin
                eight_bits = {4'b0000, input_1};
            end
        if(i_select == 0)
            begin
                BCD_out = eight_bits[3:0];
            end
        else
            begin
                BCD_out = eight_bits[7:4];
            end    
    end                        
endmodule
`timescale 1ns / 1ps
module part_two(input_1, input_2, carry, select, out, ANODE, sum_b);
    input  [3:0] input_1;
    input  [3:0] input_2;
    input        carry;
    input        select;
    output [6:0] out;
    output [7:0] ANODE;
    output [4:0] sum_b;
    wire [4:0]   sum;
    wire [3:0]   num;
adder_top       A0(input_1, input_2, carry, sum[3:0], sum[4]);
binary_to_BCD   B0(sum, select, num);
seven_segment   S0(num, out);
    assign sum_b = {sum[4], sum[3:0]};
    assign ANODE = (select == 0) ? 8'b11111110:
                   (select == 1) ? 8'b11111101:
                   8'b11111111;
endmodule
==> CHANGELOG.md <==
### Implementation results

- Status: completed
- Power per cell area: roughly 160 mW/mm^2
- Diode count: 0
- Slew HR: 0.645
- Hold_ws: between 3 and 4 ns
- Tally of OpenROAD warnings: 32
- Delay-heaviest family, CP: adder cells
- Area grow syn2layout: 39.3%
- Flop Count: 0
- Sequential fraction of design power: 0
- Count of boundary I/O pins: 30
- Leak: about 0.35 nW
- Top cell excl fill/tap: clkdlybuf4s50_1
- FMAX: around 180 MHz
- Via density: around 4.3
- Net switching power: 0.0000582 W
- Postcts setup bufs: 0
- Most frequent cells in the layout: clkdlybuf4s50_1, inv_1, conb_1
- Core Box Area: about 0.0034 mm^2
- First-pass GRT wire length: 2460 um
- Overall chip area: about 0.0064 mm^2
- Period utilization: 0.978
- Maxcap violations: 0
- Arrival @ worst endpoint: 4.44 ns
- # DRC: 0
- Clock network power share: 0
- Setup TNS Final: 0 ns
- Hold Buf Count CTS: 0
- Pre-Place Util: 0.175
- Gr usage total: 0.0448
- Power Internal: 0.0000769 W
- Crit path capture: out[5]
- RSZ-0062 raised after global routing: no
- Chip area in the Yosys report: roughly 600 um^2
- Slew @ Worst Pin: between 0.5 and 0.6 ns
- Final setup violation count: 0
- Comb area: roughly 460 um^2
- Placed cell count: between 100 and 150
- Total Wirelength: about 1700 um
- Worst ir drop on vdd: 0.0000552 V
- DIE HEIGHT: 80 um
- Per-cell routed wire length: ~11 um
- IO buf count: 24
- Tmin final: 5.58 ns
- CP Max Fanout: 11
- Number of cell rows: 21
- Post-DP HPWL: between 1000 and 1500 um
- Fillers: around 390
- Worst path cell trace: clkdlybuf4s50_1 > fa_1 > inv_1 > fa_1 > inv_1 > fa_1 > inv_1 > fa_2 > buf_4 > a221o_1 > a221o_1 > clkdlybuf4s50_1
- Crit path from: input_1[0]
- Slowest cell on the critical path: fa_2
- CP required: approximately 4.6 ns
- Cell Count, Final, Fillers Out: roughly 140
- Cells after synthesis: around 84
- Ratio of cells with drive above 1 in the final layout: 0.0918
- Warnings, synthesis: 1
- Post-Syn Area: ~600 um^2
- CP Class: in2out
- Vias: ~620
- Sequential-to-total area share from yosys stat: 0
- Layout clock buffers: 0
- Iter 0 DRT Violations: a little over 50
- ANT nets after route: 0
- Yosys Instances: between 80 and 90
- Placer Congestion: 0.812
- Logic pwr share: 1.000
- CP peak stage delay: 0.46 ns
- CP Capture Type: output pin
- Hold Violations, Final: 0
- GRT overflow: 0
- Cell Type Count: 38
- Max Slew Vio Count: 0
- Worst path depth: 12
- Flop area: 0 um^2
- Sw frac: 0.431
- Number of global-route vias before repair: 540
- Drt pass-1 iters: 4
- Startpoint Class: primary input
- Largest net degree at the start of global routing: 18
- CP bufs+invs: 6
- Post-Syn Area per Cell: around 7.1 um^2
- Total power: around 0.00014 W
- Die width: around 80 um
- Min-delay worst type: in2out
- Initial antenna violation count: 0
[synthesized netlist by cell type (all sizes together) (2+ instances only)]
cell type | number | share of area
a31oi | 4 | 0.042
a221o | 2 | 0.033
nand2 | 3 | 0.019
nor4b | 2 | 0.029
nor2b | 4 | 0.042
fa | 4 | 0.13
buf | 18 | 0.21
mux2i | 2 | 0.033
o21ai | 4 | 0.033
nor2 | 3 | 0.019
nand2b | 2 | 0.021
inv | 11 | 0.069
and4b | 3 | 0.050
clkbuf | 2 | 0.015
[cells by family after synthesis]
kind of cell	count (synthesis)	synth area share
xor gates and xnor gates	1	0.0146
other	1	0.00627
muxes	2	0.0335
adders and majority gates	4	0.134
and+or+nand+nor	24	0.262
buffers and inverters	31	0.293
AOI/OAI and AO/OA	21	0.257
[metal layers]
| layer | wire length (um) | track usage | vias up | share of wire |
|---|---|---|---|---|
| met3 | 113 | 0.0102 | 0 | 0.068 |
| li1 | - | - | 306 | - |
| met4 | 0 | 0 | 0 | 0 |
| met1 | 780 | 0.0607 | 286 | 0.47 |
| met2 | 760 | 0.0746 | 26 | 0.46 |
| met5 | 0 | 0 | - | 0 |
[metrics by stage]
step / setup slack, ns / utilization / cell area (um^2)
floorplan: 1.04 / - / 617
global placement: 0.108 / 0.240 / 818
detailed placement: 0.0901 / 0.240 / 818
CTS: 0.0916 / 0.240 / 818
global route: 0.00182 / 0.244 / 833
finish: 0.124 / 0.244 / 833
[how the worst min path moves through the flow]
stage | start | endpoint | slack, ns | depth (start not counted)
after CTS | select | ANODE[0] | 3.45 | 2
after global routing | select | ANODE[0] | 3.50 | 2
final | select | ANODE[0] | 3.44 | 2
[cell type report]
class	count	share of cell area
multi-input combinational	58	0.548
timing repair buffer	29	0.333
inverter	11	0.0495
tap	46	0.0691
[power groups by stage]
stage                 clock network [W]  registers [W]  logic, W
final                                 0              0  0.000135
after global routing                  0              0  0.000151
after CTS                             0              0  0.000134
[timing repair]
item	in CTS	in global routing
endpoints found under the setup margin	0	3
gates resized	0	3
endpoints found under the hold margin	0	0
Power and IR drop assume default switching activity.
